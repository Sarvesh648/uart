===== ./constraint.sdc =====
current_design top_uart

set clk_period 4.8
set clk_io_pct 0.2

create_clock -name clk0 -period $clk_period [get_ports {clk}]

set non_clock_inputs [all_inputs -no_clocks]
set_input_delay [expr $clk_period * $clk_io_pct] -clock clk0 $non_clock_inputs
set_output_delay [expr $clk_period * $clk_io_pct] -clock clk0 [all_outputs]

===== ./config.mk =====
export PLATFORM = sky130hd
export DESIGN_NAME = top_uart
export DESIGN_NICKNAME = top_uart
export VERILOG_FILES = /design/flow/design.v
export SDC_FILE = /design/flow/constraint.sdc
export NUM_CORES = 4
export LEC_CHECK = 1
export CORE_UTILIZATION = 50

===== ./run.sh =====
#!/bin/bash
# OpenROAD 26Q1-2900-gdf79404cd8, Yosys 0.63+post, stock flow scripts
make -C /OpenROAD-flow-scripts/flow DESIGN_CONFIG=/design/flow/config.mk WORK_HOME=/design/flow/orfs finish

===== ./design.v =====
module baud_gen #(parameter DVSR = 326)(
    input wire clk,
    input wire reset,
    output reg tick
);
    reg [8:0] count;   
    always @(posedge clk or posedge reset) begin
        if (reset) begin
            count <= 0;
            tick <= 0;
        end else if (count == DVSR - 1) begin
            count <= 0;
            tick <= 1;  
        end else begin
            count <= count + 1;
            tick <= 0;
        end
    end
endmodule
module fifo #(
    parameter DATA_WIDTH = 8,
    parameter ADDR_WIDTH = 4
)(
    input wire clk,
    input wire reset,
    input wire wr,  
    input wire rd,  
    input wire [DATA_WIDTH-1:0] w_data,  
    output wire [DATA_WIDTH-1:0] r_data,  
    output wire empty,  
    output wire full  
);
    reg [DATA_WIDTH-1:0] mem[2**ADDR_WIDTH-1:0];  
    reg [ADDR_WIDTH-1:0] w_ptr, r_ptr;  
    reg [ADDR_WIDTH:0] count;  
    assign full = (count == 2**ADDR_WIDTH);
    assign empty = (count == 0);
    assign r_data = mem[r_ptr];
    always @(posedge clk or posedge reset) begin
        if (reset) begin
            w_ptr <= 0; r_ptr <= 0; count <= 0;
        end else begin
            if (wr && !full) begin  
                mem[w_ptr] <= w_data;
                w_ptr <= w_ptr + 1;
                count <= count + 1;
            end
            if (rd && !empty) begin  
                r_ptr <= r_ptr + 1;
                count <= count - 1;
            end
        end
    end
endmodule
module uart_rx (
    input wire clk,
    input wire reset,
    input wire rx,  
    input wire s_tick,   
    output reg rx_done_tick,  
    output reg [7:0] dout  
);
    reg [3:0] s_reg;  
    reg [2:0] n_reg;  
    reg [7:0] b_reg;  
    reg [1:0] state;  
    localparam [1:0]
        idle  = 2'b00,
        start = 2'b01,
        data  = 2'b10,
        stop  = 2'b11;
    always @(posedge clk or posedge reset) begin
        if (reset) begin
            state <= idle;
            s_reg <= 0;
            n_reg <= 0;
            b_reg <= 0;
            rx_done_tick <= 0;
        end else begin
            rx_done_tick <= 0;
            case (state)
                idle:
                    if (~rx) begin  
                        state <= start;
                        s_reg <= 0;
                    end
                start:
                    if (s_tick) begin
                        s_reg <= s_reg + 1;
                        if (s_reg == 7) begin  
                            state <= data;
                            s_reg <= 0;
                            n_reg <= 0;
                        end
                    end
                data:
                    if (s_tick) begin
                        s_reg <= s_reg + 1;
                        if (s_reg == 15) begin  
                            s_reg <= 0;
                            b_reg <= {rx, b_reg[7:1]};
                            if (n_reg == 7)
                                state <= stop;  
                            else
                                n_reg <= n_reg + 1;
                        end
                    end
                stop:
                    if (s_tick) begin
                        if (s_reg == 15) begin
                            state <= idle;
                            rx_done_tick <= 1;
                            dout <= b_reg;
                        end else
                            s_reg <= s_reg + 1;
                    end
            endcase
        end
    end
endmodule
`timescale 1ns / 1ps
module top_uart (
    input wire clk,
    input wire reset,
    input wire rx,  
    output wire tx,  
    output wire rx_done_tick,  
    output wire tx_done_tick,  
    output wire fifo_full,  
    output wire fifo_empty  
);
    wire tick;  
    wire [7:0] rx_data;  
    wire [7:0] tx_data;  
    wire wr_en;  
    wire rd_en;  
    baud_gen #(326) baud_unit (
        .clk(clk),
        .reset(reset),
        .tick(tick)
    );
    uart_rx rx_unit (
        .clk(clk),
        .reset(reset),
        .rx(rx),
        .s_tick(tick),
        .rx_done_tick(rx_done_tick),
        .dout(rx_data)
    );
    fifo #(8, 4) fifo_unit (
        .clk(clk),
        .reset(reset),
        .wr(rx_done_tick),          
        .rd(rd_en),                 
        .w_data(rx_data),
        .r_data(tx_data),
        .empty(fifo_empty),
        .full(fifo_full)
    );
    reg tx_start_reg = 0;
    reg [1:0] tx_state = 0;
    assign rd_en = (tx_state == 0) && !fifo_empty;
    uart_tx tx_unit (
        .clk(clk),
        .reset(reset),
        .tx_start(tx_start_reg),
        .s_tick(tick),
        .din(tx_data),
        .tx_done_tick(tx_done_tick),
        .tx(tx)
    );
    always @(posedge clk or posedge reset) begin
        if (reset) begin
            tx_start_reg <= 0;
            tx_state <= 0;
        end else begin
            case (tx_state)
                0: if (!fifo_empty) tx_state <= 1;
                1: begin
                    tx_start_reg <= 1;
                    tx_state <= 2;
                end
                2: begin
                    tx_start_reg <= 0;
                    if (tx_done_tick)
                        tx_state <= 0;
                end
            endcase
        end
    end
endmodule
module uart_tx (
    input wire clk,
    input wire reset,
    input wire tx_start,  
    input wire s_tick,  
    input wire [7:0] din,  
    output reg tx_done_tick,  
    output reg tx  
);
    reg [3:0] s_reg;  
    reg [2:0] n_reg;  
    reg [7:0] b_reg;  
    reg [1:0] state;  
    localparam [1:0]
        idle  = 2'b00,
        start = 2'b01,
        data  = 2'b10,
        stop  = 2'b11;
    always @(posedge clk or posedge reset) begin
        if (reset) begin
            state <= idle;
            tx <= 1'b1;
            tx_done_tick <= 0;
        end else begin
            tx_done_tick <= 0;
            case (state)
                idle:
                    if (tx_start) begin  
                        state <= start;
                        b_reg <= din;
                        s_reg <= 0;
                        tx <= 0;
                    end
                start:
                    if (s_tick) begin
                        if (s_reg == 15) begin
                            s_reg <= 0;
                            n_reg <= 0;
                            state <= data;
                        end else
                            s_reg <= s_reg + 1;
                    end
                data:
                    if (s_tick) begin
                        if (s_reg == 15) begin
                            s_reg <= 0;
                            tx <= b_reg[0];  
                            b_reg <= b_reg >> 1;
                            if (n_reg == 7)
                                state <= stop;  
                            else
                                n_reg <= n_reg + 1;
                        end else
                            s_reg <= s_reg + 1;
                    end
                stop:
                    if (s_tick) begin
                        if (s_reg == 15) begin
                            state <= idle;
                            tx <= 1;
                            tx_done_tick <= 1;  
                        end else
                            s_reg <= s_reg + 1;
                    end
            endcase
        end
    end
endmodule

==> Changelog: implementation <==
### Physical design

- Slew headroom: 44.48%
- Via count: 4,997
- Clk network pwr share: 44.4%
- DRT Pass-1 Iters: 7
- Largest net degree at the start of global routing: 53
- Maxcap violations: 0
- WHS: 0.4470 ns
- Unrepaired setup endpoints after global routing: false
- Final Setup Violations: 0
- Clk sink count: 203
- Tightest Pin Transition: 0.8252 ns
- GPL Wtd Cong: 0.9063
- Layout Cell Area excl Fill: 0.009390 mm2
- WL per Instance: 20.77 um
- Pre-placement core utilization: 51.12%
- Mapped Cells: 608
- R2R setup slack: 2.27 ns
- Seq share, synth: 69.12%
- Width of the die: 132.0 um
- Most frequent cell after synthesis: edfxtp_1
- Area growth syn-to-layout: 11.15%
- Initial antenna violation count: 0
- PD cells: 360.2 mW/mm2
- Placed Area: 0.008743 mm2
- # port buffers: 7
- Status: finished clean
- Post-layout period usage: 64.97%
- # hold bufs at CTS: 0
- Antenna Nets Post-Route: 0
- Leak: 3.350 nW
- Die ar.: 0.01742 mm2
- Post-DP HPWL: 11,330 um
- Number of flip-flops in the largest register: 128
- Min Clock Period, post-route: 3.119 ns
- Vias in the first global route: 5,212
- Aggregate routed wire length: 17,740 um
- Log Warnings: 35
- Biggest register: fifo_unit.mem
- Dominant flop cell: edfxtp_1
- Kind of critical path: reg -> out
- Synth warnings: 6
- Sw frac: 18.45%
- Initial detailed-routing violation count: 343
- Maximum clock frequency: 0.3206 GHz
- Int Pwr: 2.759 mW
- Clock Pin Slew Worst Setup and Hold Paths: 0.06 ns
- Finished Layout Cells: 854
- Crit path DAT: 2.16 ns
- Die extent in y: 132.0 um
- Sequential Power Share: 55.2%
- First-pass GRT wire length: 27,910 um
- Yosys cell count: 608
- Layout cell share with drive strength beyond 1: 9.779%
- Top cell area share: 53.67%
- Maximum fanout along the worst path: 8
- Io pins: 8
- Cell Area, Synth: 0.008448 mm2
- Worst setup path end: fifo_empty
- Skew final: 0.01247 ns
- Worst ir drop on vdd: 0.0002677 V
- CTS tree: done
- HP Class: reg -> reg
- Syn Area/Cell: 13.89 um2
- Yosys reg bits: 203
- Crit end category: output port
- Final hold viol count: 0
- R2r startpoint: fifo_unit.count[1]$_DFFE_PP0P_
- Commonest cells post-synth: 151 x edfxtp_1, 50 x nand2_1, 49 x dfrtp_1
- Vias per inst: 5.851
- CTS buffer count: 21
- Setup crit start kind: register
- Number of diodes: 0
- Launch point of the critical path: fifo_unit.count[1]$_DFFE_PP0P_
- Max-slew violations: 0
- Reg2reg path depth: 9
- CTS H-tree lvls: 1
- Synth top area cells: edfxtp_1 54%, dfrtp_1 15%, ha_1 3.3%
- Dominant cell type by area after synthesis: edfxtp_1
- Core area: 0.01652 mm2
- Library cells used by synthesis: 60
- Total global routing overflow: 0
- Reg-to-reg endpoint: fifo_unit.count[4]$_DFFE_PP0P_
- Post-synthesis async set-or-reset flop share: 25.62%
- Post_cts resized: 0
- Max Buffers Root-to-Sink: 3
- Postcts setup bufs: 0
- Critical path required time: 3.84 ns
- GRT Util Overall: 23.13%
- Chip Area, Yosys: 0.008448 mm2
- Placed Instances: 817
- Sw Pwr: 0.6240 mW
- Setup TNS Final: 0 ns
- Clk latency of the worst-skew pair: 0.48 ns
- Post-synth EDFFs: 151
- Comb pwr share: 0.4%
- DRC: 0
- Clock Tree Root: clkbuf_16
- Top flop regs: fifo_unit.mem (128), baud_unit.count (9)
- Rows: 47
==> worst min path at each step <==
stage | startpoint | cells after the start | slack, ns | to
after CTS | rx_unit.b_reg[0]$_DFFE_PP0P_ | 0 | 0.45 | rx_unit.dout[0]$_DFFE_PP_
after global routing | rx_unit.b_reg[0]$_DFFE_PP0P_ | 0 | 0.46 | rx_unit.dout[0]$_DFFE_PP_
final | rx_unit.b_reg[0]$_DFFE_PP0P_ | 0 | 0.45 | rx_unit.dout[0]$_DFFE_PP_
==> power by group through the flow <==
stage / logic (mW) / clock network, mW / registers [mW]
final: 0.0139 / 1.50 / 1.87
after global routing: 0.0166 / 1.60 / 1.87
after CTS: 0.0148 / 1.53 / 1.87
==> cells in the final DEF, fill, tap and decap left out, types with 10 or more instances in the layout <==
cell type and instances:
edfxtp_1 151, nand2_1 50, dfrtp_1 49, nor2_1 44
o21ai_0 31, a21oi_1 23, inv_1 22, ha_1 22
clkbuf_16 21, a221oi_1 17, nand3_1 16, xnor2_1 14
nor3_1 11, a22o_1 11, a22oi_1 11, a222oi_1 10
buf_4 10
==> critical path, cell delays in order, from the launching register on <==
cell,delay (ns)
dfrtp_1,0.46
or4_4,0.58
nor2_1,0.16
clkdlybuf4s50_1,0.48
==> area by class of cell <==
class / count / area (um2)
tap: 220 / 275.3
fill: 1240 / 7134
timing repair buffer: 17 / 145.1
clock buffer: 34 / 624.3
inverter: 23 / 86.33
multi-input combinational: 354 / 2397
clock inverter: 3 / 22.52
sequential: 203 / 5839
==> layer usage <==
layer | part of all wire, % | GRT usage [%]
met5 | 0 | 0
met4 | 2.2 | 3.682
met3 | 13 | 13.00
met2 | 46 | 33.63
met1 | 40 | 33.91
==> kinds of logic (layout without fill, tap and decap cells) <==
kind of cell,count (synthesis),count (layout),synth area share [%]
flip-flops,203,203,69.12
AND/OR/NAND/NOR,161,161,8.990
AND-OR/OR-AND,135,135,11.32
buffers and inverters,51,77,2.577
adder cells (fa/ha/maj),22,22,3.258
XOR/XNOR,20,20,2.073
multiplexers,16,16,2.666
==> metrics by stage <==
stage	util [%]	setup WS, ns	power (mW)
after floorplan	-	1.594	1.911
after global placement	52.91	1.870	1.918
after detailed placement	52.91	1.825	1.918
after CTS	56.83	1.655	3.413
after global routing	56.83	1.585	3.487
final	56.83	1.681	3.383
Power figures rest on the tool's default switching activity, not on a simulated workload.
